==> flow/config.mk <==
export PLATFORM = sky130hd
export DESIGN_NAME = clocker
export DESIGN_NICKNAME = clocker
export VERILOG_FILES = /design/flow/design.v
export SDC_FILE = /design/flow/constraint.sdc
export NUM_CORES = 4
export LEC_CHECK = 1
export CORE_AREA = 10 10 107 107
export DIE_AREA = 0 0 117 117
==> flow/constraint.sdc <==
current_design clocker

set clk_period 5.2
set clk_io_pct 0.2

create_clock -name clk0 -period $clk_period [get_ports {clk}]

set non_clock_inputs [all_inputs -no_clocks]
set_input_delay [expr $clk_period * $clk_io_pct] -clock clk0 $non_clock_inputs
set_output_delay [expr $clk_period * $clk_io_pct] -clock clk0 [all_outputs]
==> flow/design.v <==
`timescale 1ns / 1ps
module clocker(input logic clk, 
                    input logic reset,
                    output reg new_clock
                    );
    int NUMBER = 300000000;
    int count = 0;
    always @(posedge clk)
    if( count == NUMBER )
        begin
            count = 0;
            new_clock = 1'b1;
        end
   else
     begin
        count = count + 1;
        new_clock = 1'b0;
      end
endmodule
==> flow/run.sh <==
#!/bin/bash
# OpenROAD 26Q1-2900-gdf79404cd8, Yosys 0.63+post, stock flow scripts
make -C /OpenROAD-flow-scripts/flow DESIGN_CONFIG=/design/flow/config.mk WORK_HOME=/design/flow/orfs finish
==> deck_impl_summary.md <==
Implementation Results

Run status
  • Status: finished clean

Global routing
  • Initial antenna violation count: 0
  • Global-route wire length before repair: 4710 um
  • Total GRT Usage: 4.16%
  • Largest net degree at the start of global routing: 11
  • Grt total ovfl: 0
  • Vias in the first global route: 1035

Synth
  • Post-synth seq share: 43.9%
  • Post-synth EDFFs: 0
  • Main flop type: dfxtp_1
  • Ys cells: 158
  • YS warnings: 1
  • Netlist cell types: 34
  • Mapped cell area: 0.00150 sq mm
  • Area leader, netlist: dfxtp_1
  • Flops after synth: 33
  • Top cells by area: dfxtp_1 (44%), xnor2_1 (9.9%), nand4_1 (5.0%)
  • Post-Synthesis Cells: 158
  • Most frequent cell after synthesis: dfxtp_1
  • Syn_area_per_cell: 9.52 sq um
  • Area share, top type: 43.9%
  • Top post-synthesis cells by count: dfxtp_1 (33), xnor2_1 (17), nand3_1 (13), nor2_1 (13), nand4_1 (12)
  • Async SR Flop Fraction: 0%
  • Synthesis area per yosys: 0.00150 sq mm

Clock network
  • Htree depth: 2
  • Root buf cell: clkbuf_8
  • Clock transition at path regs: 0.07 ns
  • CTS tree: done
  • Cell resize tally after clock tree synthesis: 0
  • TritonCTS Sinks: 33
  • TritonCTS buffer count: 5
  • Clk buf depth: 2
  • Post-CTS setup buffer count: 0
  • CTS hold repair buffers: 0
  • Latency at later pin: 0.28 ns

Power
  • Leak: 0.000537 uW
  • Total power: 426 uW
  • Peak VDD IR: 0.000148 V
  • PwrDens: 247 mW/mm^2

Timing
  • Count of final setup violators: 0
  • Fin. max-slew vios: 0
  • PnR worst setup slack: 3.04 ns
  • Slew @ Worst Pin: 0.811 ns
  • Rel. slew slack: 45.5%
  • Part of the cycle the worst path needs: 41.6%
  • Clock skew: 0.0109 ns
  • Fmax: 0.462 GHz
  • Final hold viol count: 0
  • RSZ-0062 raised after global routing: no
  • Clock period minus worst slack: 2.16 ns
  • Final TNS setup: 0 ns

Routing
  • Final ANT Viol Nets: 0
  • DR WL/cell: 9.76 um
  • DRC Markers: 0
  • Via density: 4.23
  • Final WL: 2680 um
  • # diodes: 0
  • 1st-pass router iterations: 4
  • Vias post-DR: 1164
  • Initial DRC count: 74

Critical path
  • Worst path arrival time: 2.34 ns
  • Worst-path fanout max: 8
  • Critical path endpoint category: register
  • Critical Path Source Type: register
  • CP required: 5.38 ns
  • Worst Path Class, Setup: register to register

Run
  • MaxCap Viol Count: 0
  • Tool warnings: 27

Finish
  • Fill count: 1026
  • Layout cell share with drive strength beyond 1: 12.2%
  • Design area: 0.00172 sq mm
  • Gate Area: 806 sq um
  • Register area: 661 sq um
  • Layout overhead on the synthesized area: 14.6%

Floorplan
  • Row cnt: 35
  • Die width: 117 um
  • Die height: 117 um
  • Die area: 0.0137 sq mm
  • Core outline area: 0.00920 sq mm
  • Floorplan utilization: 16.4%
  • I/O Pins: 3

Placed design
  • Placed Area: 0.00165 sq mm
  • Detailed placement HPWL: 1860 um
  • Gp weighted congestion: 0.827
  • DP Worst Slack: 3.06 ns
  • Number of I/O port buffers: 1

Worst hold path
  • Hold crit path type: register to register
## through the flow
step | util, % | hold slack, ns | cells
final | 18.7 | 0.457 | 275
after global routing | 18.7 | 0.477 | 275
after CTS | 18.7 | 0.458 | 275
after detailed placement | 17.9 | 0.449 | 269
after global placement | 17.9 | 0.438 | 269
after floorplan | - | 0.431 | 158
## routing by layer
layer / vias up / wire (um) / track usage, %
met1: 547 / 1370 / 6.37
met3: 10 / 140 / 1.34
met5: - / 0 / 0
met4: 0 / 73 / 1.48
met2: 21 / 1100 / 5.25
li1: 586 / - / -
## where the power goes
group | internal (uW) | switching (uW)
Sequential | 253 | 0
Clock | 87.9 | 85.5
Combinational | 0 | 0
Total | 341 | 85.5
## cell type report
cell class	instances	share of cell area, %
Multi-Input combinational cell	116	46.8
Timing Repair Buffer	2	1.02
Clock inverter	1	0.290
Sequential cell	33	38.3
Inverter	7	1.53
Tap cell	111	8.06
Clock buffer	5	3.99
## layout by cell type, fill, tap and decap left out, types with 2 or more instances in the layout
| cell type | instances |
|---|---|
| nand4_2 | 2 |
| clkbuf_8 | 5 |
| nor4_1 | 4 |
| dfxtp_1 | 33 |
| ha_1 | 2 |
| inv_1 | 7 |
| a21oi_1 | 6 |
| nand4b_1 | 2 |
| nor3_1 | 4 |
| nand3_1 | 13 |
| and3_1 | 2 |
| nand2_1 | 8 |
| or4_4 | 2 |
| and4_1 | 2 |
| nor4_2 | 2 |
| nor4b_1 | 2 |
| nor2_1 | 13 |
| xor2_1 | 6 |
| o21ai_0 | 2 |
| nor3_2 | 2 |
| and2_1 | 3 |
| xnor2_1 | 17 |
| nand4_1 | 12 |
## sequential cells by signal, summed over array words and instances, names as in the netlist
register   flops
count         32
new_clock      1
## critical path, stage by stage (launching register included)
cell and delay (ns):
dfxtp_1 0.42, nor4b_1 0.33, nand4_1 0.23, nor4_2 0.64, buf_4 0.27, o21ba_2 0.16
## cells by family (layout without fill, tap and decap cells)
| group | after synthesis | in the layout | synth area share, % |
|---|---|---|---|
| flops | 33 | 33 | 43.9 |
| xor+xnor | 23 | 23 | 13.4 |
| compound gates | 13 | 13 | 5.82 |
| buf+inv | 9 | 15 | 2.50 |
| fa+ha+maj | 2 | 2 | 1.66 |
| simple gates | 78 | 78 | 32.7 |
## worst paths after layout
path	start	to	slack, ns	cells past startpoint
max	count[13]	count[23]	3.04	5
min	count[31]	count[31]	0.46	1
max reg2reg	count[13]	count[23]	3.04	5
min reg2reg	count[31]	count[31]	0.46	1
Power is estimated from default activity; no workload was simulated.
